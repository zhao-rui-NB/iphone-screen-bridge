**flow/constraint.sdc**
```tcl
current_design LcdDriver

set clk_period 4.3
set clk_io_pct 0.2

create_clock -name clk0 -period $clk_period [get_ports {pclk}]

set non_clock_inputs [all_inputs -no_clocks]
set_input_delay [expr $clk_period * $clk_io_pct] -clock clk0 $non_clock_inputs
set_output_delay [expr $clk_period * $clk_io_pct] -clock clk0 [all_outputs]
```
**flow/run.sh**
```bash
#!/bin/bash
# OpenROAD 26Q1-2900-gdf79404cd8, Yosys 0.63+post, stock flow scripts
make -C /OpenROAD-flow-scripts/flow DESIGN_CONFIG=/design/flow/config.mk WORK_HOME=/design/flow/orfs finish
```
**flow/design.v**
```verilog
module LcdDriver(
    input pclk,               
    input rst_n,            
    output reg hs,           
    output reg vs,           
    output reg den,          
    output reg [23:0] rgb,   
    output pixel_request,  
    output [10:0] pixel_x,    
    output [10:0] pixel_y,     
    output [10:0] max_x,    
    output [10:0] max_y,     
    input [23:0] pixel_data  
);
    parameter H_SYNC_CYCLES     = 3;    
    parameter H_BACK_PORCH      = 3;     
    parameter H_ACTIVE_VIDEO    = 750;   
    parameter H_FRONT_PORCH     = 40;    
    parameter V_SYNC_CYCLES     = 3;     
    parameter V_BACK_PORCH      = 3;     
    parameter V_ACTIVE_VIDEO    = 1334;  
    parameter V_FRONT_PORCH     = 500;    
    reg [10:0] h_count = 0;     
    reg [10:0] v_count = 0;      
    wire [10:0] h_total = H_SYNC_CYCLES + H_BACK_PORCH + H_ACTIVE_VIDEO + H_FRONT_PORCH;  
    wire [10:0] v_total = V_SYNC_CYCLES + V_BACK_PORCH + V_ACTIVE_VIDEO + V_FRONT_PORCH;  
    wire [10:0] next_h_count = (h_count < (h_total - 1)) ? h_count + 1 : 0;  
    wire [10:0] next_v_count = (h_count == (h_total - 1)) ? (v_count < (v_total - 1) ? v_count + 1 : 0) : v_count;  
    always @(negedge pclk or negedge rst_n) begin
        if(!rst_n) begin
            h_count <= 0;
            v_count <= 0;
        end else begin
            h_count <= next_h_count;  
            v_count <= next_v_count;  
        end
    end
    always @(negedge pclk or negedge rst_n) begin
        if(!rst_n) begin
            hs <= 1;  
        end else begin
            if (h_count < H_SYNC_CYCLES) begin
                hs <= 0;
            end else begin
                hs <= 1;
            end
        end
    end
    always @(negedge pclk or negedge rst_n) begin
        if(!rst_n) begin
            vs <= 1;  
        end else begin
            if (v_count < V_SYNC_CYCLES) begin
                vs <= 0;
            end else begin
                vs <= 1;
            end
        end
    end
    always @(negedge pclk or negedge rst_n) begin
        if(!rst_n) begin
            den <= 0;  
        end else begin
            if (h_count >= (H_SYNC_CYCLES + H_BACK_PORCH) && h_count < (H_SYNC_CYCLES + H_BACK_PORCH + H_ACTIVE_VIDEO) && v_count >= (V_SYNC_CYCLES + V_BACK_PORCH) && v_count < (V_SYNC_CYCLES + V_BACK_PORCH + V_ACTIVE_VIDEO)) begin
                den <= 1;
            end else begin
                den <= 0;
            end
        end
    end
    wire is_next_active_video = (
        next_h_count >= (H_SYNC_CYCLES + H_BACK_PORCH) && 
        next_h_count < (H_SYNC_CYCLES + H_BACK_PORCH + H_ACTIVE_VIDEO) && 
        next_v_count >= (V_SYNC_CYCLES + V_BACK_PORCH) && 
        next_v_count < (V_SYNC_CYCLES + V_BACK_PORCH + V_ACTIVE_VIDEO)
    );
    wire [10:0] h_pos = h_count - (H_SYNC_CYCLES + H_BACK_PORCH);  
    wire [10:0] v_pos = v_count - (V_SYNC_CYCLES + V_BACK_PORCH);  
    assign pixel_request = is_next_active_video;
    assign pixel_x = next_h_count - (H_SYNC_CYCLES + H_BACK_PORCH);  
    assign pixel_y = next_v_count - (V_SYNC_CYCLES + V_BACK_PORCH);  
    assign max_x = H_ACTIVE_VIDEO;
    assign max_y = V_ACTIVE_VIDEO;
    always @(negedge pclk or negedge rst_n) begin
        if(!rst_n) begin
            rgb <= 24'b0;  
        end else begin
            rgb <= pixel_data;  
        end
    end
endmodule
```
**flow/config.mk**
```make
export PLATFORM = sky130hd
export DESIGN_NAME = LcdDriver
export DESIGN_NICKNAME = LcdDriver
export VERILOG_FILES = /design/flow/design.v
export SDC_FILE = /design/flow/constraint.sdc
export NUM_CORES = 4
export LEC_CHECK = 1
export CORE_UTILIZATION = 30
```
==> ci_impl_report.md <==
### Flow metrics

| Metric | Value |
|---|---|
| WP data required | `3440 ps` |
| Pleak | `2.33 nW` |
| Top post-synthesis cells by area | `dfrtn_1, buf_4, xnor2_1, nor2_1, nand2_1` |
| R2R Setup Slk | `1980 ps` |
| Worst r2r path cells | `10` |
| Core Region | `8890 um2` |
| Top cells by count, synth | `dfrtn_1, nor2_1, buf_4` |
| YS chip area | `2800 um2` |
| Worst R2R End | `v_count[5]` |
| RSZ-0062 raised after global routing | `yes` |
| Die area | `9740 um2` |
| Post-DR vias/cell | `4.61` |
| CP arrival | `5010 ps` |
| Mean Syn Cell Area | `9.77 um2` |
| Starting DRT DRC Count | `75` |
| Worst Hold Endpoint | `v_count[0]` |
| Layout area overhead | `80.2%` |
| CP max stage delay | `530 ps` |
| Number of global-route vias before repair | `2629` |
| Final setup TNS | `-27800 ps` |
| Async set-reset flop share out of synthesis | `1.00` |
| Detailed placement HPWL | `5490 um` |
| Max Cap Viol | `0` |
| Synthesis warning total | `1` |
| Worst reg2reg startpoint | `h_count[6]` |
| Hold_buf cts | `0` |
| Pre-CTS WS | `-1500 ps` |
| Fin worst setup slack | `-1570 ps` |
| Global route total overflow | `0` |
| Longest Clk Path Bufs | `2` |
| Top delay family on crit path | `simple AND/OR/NAND/NOR gates` |
| First-pass GRT wire length | `12500 um` |
| Clock skew | `54.9 ps` |
| ANT nets after route | `0` |
| CP endpoint kind | `output port` |
| Die y size | `98.7 um` |
| Ys flops | `49` |
| Pwr Density | `183 nW/um2` |
| Row count | `34` |
| Root Buffer | `clkbuf_8` |
| Crit-path most repeated cell | `buf_6` |
| Hold Crit Class | `reg -> reg` |
| Startpoint class of the critical path | `flip-flop` |
| # clock sinks | `49` |
| Dominant Register Cell | `dfrtn_1` |
| Cells after Synth | `287` |
| Ys cells | `287` |
| Worst slew pin tran | `519 ps` |
| Most frequent cell after synthesis | `dfrtn_1` |
| GRT Overall Usage | `0.162` |
| VDD IR max | `127 uV` |
| Tool Warnings | `32` |
| Sequential fraction of the synthesis area | `0.438` |
| # setup viols final | `23` |
| H-tree levels | `2` |
| Global placer's final weighted congestion | `0.867` |
| Synth Cell Area | `2800 um2` |
| Max FO, Critical Path | `4` |
| ANT cells | `0` |
| Number of synthesized flops with an enable pin | `0` |
| Largest net degree at the start of global routing | `25` |
| Total CTS buffers | `5` |
| Share of cells above drive strength 1 | `0.473` |
| Cell taking the most area after synthesis | `dfrtn_1` |
| Buffers and inverters on the worst path | `5` |
| DRT Pass-1 Iters | `4` |
| Ports | `98` |
| Status | `finished, violations left` |
| Worst-path clk slew | `70 ps` |
| IO Port Bufs | `75` |
| DR WL/cell | `13.2 um` |
| Core utilization before placement | `0.315` |
| Routed via count | `2718` |
| Pins Over Slew Limit | `0` |
| Hold Vio Cnt, Final | `0` |
| Top cell area share | `0.419` |
| Failing checks | `setup timing` |
| Setup CP Type | `reg -> out` |
| Initial antenna violation count | `0` |
| Die width | `98.7 um` |
| CTS tree | `built` |
| Hold depth | `2` |
| Post-Route WL | `7760 um` |
| Late-Pin Clk Latency | `360 ps` |
| Residual DRC count | `0` |
| HP Start | `v_count[0]` |
| CP Cell Sequence | `or4_4 > or3_4 > buf_8 > buf_6 > o2bb2ai_4 > a21oi_4 > buf_6 > nand4b_4 > buf_6 > nor3_4 > xnor2_1 > buf_2` |
| CP max stage cell | `or4_4` |
| Rel. slew slack | `0.651` |
| Synth cell types | `61` |
==> stage by stage <==
stage	power, mW	util	hold slack [ps]	cells	instance area [um2]
3_3_place_gp	0.611	0.482	572	543	4290
5_1_grt	0.972	0.568	640	590	5050
4_1_cts	0.915	0.527	569	568	4690
3_5_place_dp	0.611	0.482	573	543	4290
6_report	0.926	0.568	612	590	5050
2_1_floorplan	0.533	-	396	308	2990
==> cells by family after synthesis <==
| group | Yosys count | share of synthesized area |
|---|---|---|
| xor gates and xnor gates | 20 | 0.0625 |
| other | 2 | 0.00268 |
| muxes | 2 | 0.00803 |
| and+or+nand+nor | 101 | 0.206 |
| AOI/OAI and AO/OA | 57 | 0.145 |
| DFF | 49 | 0.438 |
| buffers and inverters | 50 | 0.111 |
| adders and majority gates | 6 | 0.0268 |
==> state kept, by name, summed over array words and instances, names as in the netlist <==
name	cells
h_count	11
v_count	11
rgb	24
hs	1
den	1
vs	1
==> worst max-delay path by stage <==
stage / start / to / slack (ps) / depth (start not counted)
finish: h_count[6] / pixel_y[9] / -1570 / 12
CTS: h_count[5] / pixel_request / -1670 / 12
global route: h_count[10] / pixel_y[9] / -1700 / 12
==> per-layer routing <==
metal,vias to the layer above,global-route usage,part of all wire
li1,1338,-,-
met1,1304,0.246,0.48
met2,68,0.258,0.48
met3,8,0.0281,0.034
met4,0,0.0195,0.012
met5,-,0,0
==> power by group <==
part,internal (mW),switching [mW]
Sequential,0.480,0.00633
Combinational,0.0892,0.0450
Clock,0.124,0.181
Total,0.693,0.233
==> cells in the final DEF (no fill, tap or decap), types with 4 or more instances in the layout <==
| master | n |
|---|---|
| clkbuf_2 | 5 |
| dfrtn_1 | 47 |
| nand2_1 | 21 |
| dlymetal6s2s_1 | 4 |
| xnor2_2 | 5 |
| nand3_1 | 5 |
| a21oi_4 | 4 |
| buf_2 | 13 |
| xor2_1 | 8 |
| nor2_2 | 4 |
| nor3_1 | 4 |
| a21oi_1 | 8 |
| xnor2_1 | 7 |
| inv_1 | 7 |
| clkbuf_8 | 5 |
| nor2_1 | 16 |
| clkdlybuf4s50_1 | 49 |
| nor2_4 | 8 |
| conb_1 | 23 |
| buf_6 | 38 |
| o21ai_0 | 9 |
| nand4_1 | 8 |
| buf_4 | 89 |
==> worst register-to-register path: cells and delay by family, from the launching register on <==
| family | cells | cell delay (ps) |
|---|---|---|
| DFF | 1 | 360 |
| and+or+nand+nor | 2 | 920 |
| AOI/OAI and AO/OA | 2 | 250 |
| buffers and inverters | 6 | 650 |
==> repair_timing <==
action,CTS,global route
endpoints found under the hold margin,0,0
gates resized,102,60
gates cloned,0,0
endpoints found under the setup margin,25,23
pin swaps,27,25
setup buffers,18,24
==> layout make-up <==
class	count	area (um2)
Timing Repair Buffer	204	1820
Inverter	10	41.3
Clock buffer	5	68.8
Clock inverter	5	41.3
Sequential cell	49	1230
Tap cell	108	135
Multi-Input combinational cell	209	1720
Fill cell	686	3840
Power and IR drop assume default switching activity.
